File: flow/config.mk
export PLATFORM = sky130hd
export DESIGN_NAME = display
export DESIGN_NICKNAME = display
export VERILOG_FILES = /design/flow/design.v
export SDC_FILE = /design/flow/constraint.sdc
export NUM_CORES = 4
export LEC_CHECK = 1
export CORE_AREA = 10 10 84 84
export DIE_AREA = 0 0 94 94
File: flow/design.v
module display(output reg [6:0] digito0,  
  output reg [6:0] digito1,
  output reg [6:0] digito2,
  input [9:0] valor
);
reg [20:0] temp_val = 42'b0;
reg [9:0] copia_valor;
reg [11:0] bcd_val;
integer i;
integer j;
always@(valor) begin
		copia_valor = valor;
		temp_val = 21'b0;
      bcd_val = 12'b0;
    for(i = 0; i < 10; i = i +1)begin
      if (bcd_val[3:0] > 4) begin 
        bcd_val[3:0] = bcd_val[3:0] + 3;
      end
      if (bcd_val[7:4] > 4) begin 
        bcd_val[7:4] = bcd_val[7:4] + 3;
      end
      if (bcd_val[11:8] > 4) begin 
        bcd_val[11:8] = bcd_val[11:8] + 3;
      end
      bcd_val = bcd_val << 1;
      bcd_val[0] = copia_valor[9];
      copia_valor = copia_valor << 1;
    end
    for(j = 0; j < 3; j = j + 1) begin
      temp_val = temp_val << 7; 
      case(bcd_val[3: 0])
        0: temp_val[6:0] = 'b1000000;
        1: temp_val[6:0] = 'b1111001;
        2: temp_val[6:0] = 'b0100100;
        3: temp_val[6:0] = 'b0110000;
        4: temp_val[6:0] = 'b0011001;
        5: temp_val[6:0] = 'b0010010;
        6: temp_val[6:0] = 'b0000010;
        7: temp_val[6:0] = 'b1111000;
        8: temp_val[6:0] = 'b0000000; 
        9: temp_val[6:0] = 'b0010000;
		  default:
			  temp_val[6:0] = -1;
      endcase 
		bcd_val = bcd_val >> 4;
    end
		  if (temp_val[6:0] == 'b1000000) begin
				temp_val[6:0] = -1;
				if(temp_val[13:7] == 'b1000000) begin
					temp_val[13:7] = -1;
				end
		  end
        digito0 = temp_val[20:14]; 
        digito1 = temp_val[13:7];
        digito2 = temp_val[6:0];
end
endmodule
File: flow/run.sh
#!/bin/bash
# OpenROAD 26Q1-2900-gdf79404cd8, Yosys 0.63+post, stock flow scripts
make -C /OpenROAD-flow-scripts/flow DESIGN_CONFIG=/design/flow/config.mk WORK_HOME=/design/flow/orfs finish
File: flow/constraint.sdc
current_design display

set clk_period 15.5
set clk_io_pct 0.2

create_clock -name clk0 -period $clk_period

set non_clock_inputs [all_inputs -no_clocks]
set_input_delay [expr $clk_period * $clk_io_pct] -clock clk0 $non_clock_inputs
set_output_delay [expr $clk_period * $clk_io_pct] -clock clk0 [all_outputs]
==> results.cfg <==
; flow metrics
[die]
boundaryPins = 31
core_sq_mm = 0.00520
die_h_microns = 94
fp-utilization_pct = 49.9
rows = 26
dieWidth_microns = 94
dieArea_sq_mm = 0.00884

[worst_setup_path]
required_ns = 12.40
start_kind = input pin
crit_type = input pin to output pin
crit_start = valor[7]
cp_top_family = AND-OR/OR-AND gates
crit_path_frequent_cell = ha_1
critPathMaxFanout = 14
critPathBufInv = 7
slowest_delay_ns = 0.56
cp_slowest_cell = clkdlybuf4s50_1
arrival_ns = 11.18
end_kind = output pin

[synthesis]
netlist_instances = 386
top_logic_kind = AND-OR/OR-AND gates
yosys_cells = 386
synth_seq_share_pct = 0
avgSynthCellArea_sq_um = 6.72
ys_sh_mux_pct = 3.81
ys_sh_aoi_pct = 41.6
syn_area_sq_mm = 0.00259
ys_sh_simple_pct = 27.9
synthAdderAreaFrac_pct = 14.3
ys_chip_area_sq_mm = 0.00259
xor_share_pct = 4.39
yosysUniqueCellTypes = 79
ys_warn_count = 1

[finish]
n_sequential_cell = 0
lay_top_cells = nand2_1, a21oi_1, nor2_1, clkdlybuf4s50_1, ha_1
area_growth_syn_to_layout_pct = 10.5
mostFrequentLayoutCell = nand2_1
nClkBuffers = 0
fill_cells = 540
drive_gt1_share_pct = 7.16
regArea_sq_um = 0
final-comb-area_sq_mm = 0.00239

[routing]
route.detailed.wl_per_inst_microns = 14.4
finalWirelength_microns = 6630
vias = 2817
initialDrtViolationCount = 192
route.detailed.drc = 0
first_pass_iters = 5
n_antenna_cell = 0
viasPerCell = 6.11
drtAntennaViolNets = 0

[sta]
tightestPinTransition_ns = 0.799
final.min_clock_period_ns = 14.28
max_freq_ghz = 0.0700
finalClockPeriodUsage_pct = 92.1
fin_setup_tns_ns = 0
drv_slew = 0
hold_viol = 0
rsz0062_at_grt = false
slew_headroom_pct = 46.7
setup_viol = 0

[pwr]
vdd_ir_drop_max_mv = 0.114
powerDensity_mw_per_mm2 = 133
power_mw = 0.380
p_leak_nw = 1.14

[global_route]
track_usage_pct = 14.9
antenna_found_initial = 0
grt_overflow_total = 0
grt_first_pass_wirelength_microns = 11600
grt_max_degree = 25
grt_pass1_vias = 2517

[min_path]
hold_path_class = input pin to output pin
min_from = valor[0]

[clock_network]
post_cts_buffers = 0
cts_hold_buf = 0
post_cts_resized = 0

[run]
warnings = 54
max-cap-violations = 0

[place]
gp_congestion = 0.926
dp_hpwl_microns = 5050
portBuffers = 31

[outcome]
status = finished clean
-- cell type report --
class | count | share of cell area [%]
multi-input combinational | 338 | 83.2
timing repair buffer | 31 | 10.8
tap | 70 | 3.06
inverter | 22 | 2.88
-- cells in the mapped netlist (6+ instances only) --
cell | n | share of area [%]
nand3_1 | 15 | 2.9
inv_1 | 21 | 3.0
and2_1 | 6 | 1.4
a31oi_1 | 6 | 1.4
o21ai_0 | 24 | 4.6
nor3_1 | 10 | 1.9
nor2_1 | 31 | 4.5
o21a_1 | 7 | 2.0
clkbuf_1 | 20 | 2.9
ha_1 | 28 | 14
a211oi_1 | 6 | 1.7
a21oi_1 | 33 | 6.4
nand2_1 | 41 | 5.9
-- metal layers --
| metal | GRT usage, % | vias up | share of wire (%) |
|---|---|---|---|
| met3 | 1.78 | 2 | 5.5 |
| met5 | 0 | - | 0 |
| met1 | 21.3 | 1283 | 51 |
| met2 | 24.4 | 76 | 43 |
| met4 | 0.886 | 0 | 0.30 |
| li1 | - | 1456 | - |
-- final timing paths --
kind,endpoint,slack (ns),cells after the start
min,digito0[4],7.48,5
max,digito1[0],1.22,33
-- cell families after synthesis --
group | Yosys count
AND-OR/OR-AND | 145
AND/OR/NAND/NOR | 145
buffers and inverters | 48
adder cells (fa/ha/maj) | 30
XOR/XNOR | 9
multiplexers | 9
-- metrics by stage --
step                      cell area (sq um)  std cells  hold WS [ns]  setup WS (ns)  util (%)
after global placement                 2870        461          7.47           1.41      55.1
after floorplan                        2590        386          6.46           2.81         -
final                                  2870        461          7.48           1.22      55.1
after detailed placement               2870        461          7.48           1.32      55.1
after CTS                              2870        461          7.49           1.26      55.1
after global routing                   2870        461          7.60          0.555      55.1
-- worst min-delay path, stage by stage --
cell             delay, ns
clkdlybuf4s50_1       0.46
inv_1                 0.14
mux2i_1               0.09
o21a_1                0.17
clkdlybuf4s50_1       0.41
-- where the power goes --
part	switching [mW]	internal (mW)
clock	0	0
combinational	0.182	0.198
sequential	0	0
total	0.182	0.198
No activity file was given, so power comes from the tool's default toggle rates.
