==> flow/design.v <==
module frequency_divider(
  input clk,
  input reset,
  input [25:0] div,
  output reg new_clk
);
reg [25:0] count;
initial begin
	new_clk = 0;
    count = 0;
end
always @(posedge clk) begin
  if(count == div) begin 
    count <= 0; 
    new_clk <= ~new_clk; 
    end
  else begin 
    count <= count + 1; 
    end
end
endmodule
module vga(
  input clk,
  input [7:0]red,
  input [7:0]green,
  input [7:0]blue,
  output reg [7:0] VGA_R,
  output reg [7:0] VGA_G,
  output reg [7:0] VGA_B,
  output VGA_CLK,
  output VGA_SYNC_N,
  output VGA_BLANK_N,
  output reg VGA_HS,
  output reg VGA_VS
);
  reg [1:0] h_state = 0;
  reg [1:0] v_state;
  integer HTA = 96;
  integer HTB = 48;
  integer HTC = 640;
  integer HTD = 16;
  integer VTA = 2;
  integer VTB = 33;
  integer VTC = 480;
  integer VTD = 10;
  reg h_enable = 0;
  reg [9:0] h_contador = -10'b1;
  reg [9:0] v_contador = 10'b0;
  frequency_divider fdiv(
    .clk(clk),
    .reset(reset),
	 .div(1'd2),
    .new_clk(VGA_CLK)
  );
  initial begin
    h_state = 0;
    v_state = 0;
  end
  assign VGA_SYNC_N = 0,
    VGA_BLANK_N = 1;
  always @(posedge VGA_CLK) begin
      VGA_R = 0;
      VGA_G = 0;
      VGA_B = 0;
      VGA_HS = 1;
      VGA_VS = 1;
      h_contador = h_contador + 1;
      case(v_state)  
        0: begin
          VGA_VS = 0;
          if (v_contador == VTA)
            v_state = 1;
          end
        1:begin
          if (v_contador == VTA + VTB)
            v_state = 2;
          end
        2:begin
          h_enable = 1;
          if (v_contador == VTA + VTB + VTC)
            v_state = 3;
          end
        3:begin
          h_enable = 0;
          if (v_contador == VTA + VTB+ VTC + VTD) begin
            v_state = 0;
            v_contador = 0;
          end
          end
			default:
				v_state = 0;
        endcase
        case(h_state)  
        0: begin
          VGA_HS = 0;
          if (h_contador == HTA)
            h_state = 1;
          end
        1:begin
          if (h_contador == HTA + HTB)
            h_state = 2;
          end
        2:begin
          if(h_enable) begin
            VGA_R = red;
            VGA_G = green;
            VGA_B = blue;
          end
          if (h_contador == HTA + HTB + HTC)
            h_state = 3;
          end
        3:begin
          if (h_contador == HTA + HTB+ HTC + HTD) begin
            h_state = 0;
            h_contador = -10'b1;
            v_contador = v_contador + 1;
          end
          end
			default:
				h_state = 0;
      endcase
end
endmodule
==> flow/run.sh <==
#!/bin/bash
# OpenROAD 26Q1-2900-gdf79404cd8, Yosys 0.63+post, stock flow scripts
make -C /OpenROAD-flow-scripts/flow DESIGN_CONFIG=/design/flow/config.mk WORK_HOME=/design/flow/orfs finish
==> flow/config.mk <==
export PLATFORM = sky130hd
export DESIGN_NAME = vga
export DESIGN_NICKNAME = vga
export VERILOG_FILES = /design/flow/design.v
export SDC_FILE = /design/flow/constraint.sdc
export NUM_CORES = 4
export LEC_CHECK = 1
export CORE_UTILIZATION = 30
==> flow/constraint.sdc <==
current_design vga

set clk_period 6.2
set clk_io_pct 0.2

create_clock -name clk0 -period $clk_period [get_ports {clk}]

set non_clock_inputs [all_inputs -no_clocks]
set_input_delay [expr $clk_period * $clk_io_pct] -clock clk0 $non_clock_inputs
set_output_delay [expr $clk_period * $clk_io_pct] -clock clk0 [all_outputs]
==> qor_table.md <==
| Metric | Reported |
|---|---|
| Core occupancy in the finished layout | 0.371 |
| Number of setup violations in the final report | 0 |
| Internal reg-to-reg setup slack | 4.30 ns |
| Floorplan utilization | 0.307 |
| Net load switching power | 0.0000637 W |
| Switching Fraction | 0.215 |
| Quantity of I/O buffers inserted on ports | 51 |
| Hold/Removal Path Class | reg -> reg |
| Post-route clock skew | 0.0253 ns |
| Area growth from synthesis to layout | 20.7% |
| Total global routing overflow | 0 |
| CTS clk-pin slew, worst paths | 0.12 ns |
| TritonCTS clock tree | done |
| Number of register pins that no clock reaches | 51 |
| Delay of the slowest cell on the worst path | 0.48 ns |
| Total power of the final layout | 0.000297 W |
| Via count of the first global-routing pass | 2162 |
| Yosys-reported design area after synthesis | 3320 um2 |
| CTS resizes | 0 |
| DP Wirelength | 4340 um |
| Maximum level of the CTS H-tree | 1 |
| Ys cells | 331 |
| Routed wire length | 5840 um |
| Via count | 2372 |
| Depth of the worst register-to-register path | 5 |
| Fin. max-slew vios | 0 |
| Flop and latch count out of synthesis | 78 |
| Combinational share of power | 0.049 |
| Most frequently placed logic cells in the final layout | sky130_fd_sc_hd__dfxtp_1, sky130_fd_sc_hd__clkdlybuf4s50_1, sky130_fd_sc_hd__and2_1 |
| Worst hold path startpoint | fdiv.count[0] |
| IO Count | 54 |
| Setup repair after global routing missed its margin | false |
| Pin count of the biggest net entering global routing | 50 |
| Run status | completed |
| Per-cell routed wire length | 11.3 um |
| Worst path cell trace | clkdlybuf4s50_1 |
| Cell at the slowest stage of the critical path | sky130_fd_sc_hd__clkdlybuf4s50_1 |
| Num rows | 38 |
| Count of warnings emitted by yosys | 4 |
| Share of total power in sequential cells | 0.587 |
| Clk network pwr share | 0.364 |
| Number of buffers inserted by post-CTS setup repair | 0 |
| Synth Instances | 331 |
| Initial detailed-routing violation count | 115 |
| Inserted Diodes | 0 |
| Clock tree root buffer cell | sky130_fd_sc_hd__clkbuf_8 |
| Final GP Congestion | 0.831 |
| Rel. slew slack | 0.545 |
| Setup TNS after final layout | 0 ns |
| Int Power | 0.000233 W |
| Part of the Yosys area used for sequential elements | 0.486 |
| Core area | 10800 um2 |
| Arrival time at the worst endpoint | 1.18 ns |
| Endpoint of the worst-slack reg-to-reg timing path | fdiv.count[25] |
| Worst slew pin tran | 0.676 ns |
| Chip Footprint | 11500 um2 |
| Count of endpoints without a timing constraint | 81 |
| Worst Setup Start Kind | register |
| Buf+Inv Stages, Crit Path | 1 |
| First-pass DRT Iterations | 4 |
| Number of stages on the worst hold path | 1 |
| Total global-route track usage | 0.107 |
| Total clock buffers created by CTS | 3 |
| Asr flop ratio synth | 0 |
| Global-route wire length before repair | 10000 um |
| Reg-to-reg startpoint | fdiv.count[7] |
| Leakage power summed over all cells | 1.53 nW |
| Number of hold-repair buffers added at the cts stage | 0 |
| Proportion of layout cells with a drive suffix above 1 | 0.0557 |
| Cell Type Count | 50 |
| Horiz. Die Dim | 107 um |
| Synth Area per Inst | 10.0 um2 |
| Number of remaining DRC errors | 0 |
| Tool warnings | 34 |
| Crit path time final | 2.42 ns |
| Worst hold endpoint | fdiv.count[0] |
| Peak ir drop on the vdd network | 0.0923 mV |
| Fin crit share | 0.391 |
| Most instantiated logic cell after routing | sky130_fd_sc_hd__dfxtp_1 |
| Max FO, Critical Path | 5 |
| Power Density | 74.1 nW/um2 |
| Y dimension of the die | 107 um |
| Sort of element at the end of the critical path | primary output |
| Ys flop type | sky130_fd_sc_hd__dfxtp_1 |
| Cell type group with the largest total delay on the critical path | buffers and inverters |
| Antenna viol nets, final | 0 |
| Data required time of the critical path | 4.96 ns |
| Initial antenna violation count | 0 |
| Path type of the worst setup path | reg -> out |
| Number of enable flip-flop cells | 5 |
| Netlist area before placement | 3320 um2 |
| Max Cap Viol | 0 |
| Bufs on Longest Clock Path | 2 |
| Clock insertion delay at the later pin of the skew report | 0.29 ns |
| Peak clock frequency supported by timing | 413 MHz |
| Ratio of routed vias to standard cells | 4.59 |
| Hold violation count in the final report | 0 |
## cell usage after synthesis (all sizes together), types with 3 or more instances
master / number / share of area
a31oi: 3 / 0.0057
and2: 25 / 0.047
and3: 10 / 0.019
and4: 4 / 0.011
buf: 8 / 0.015
clkbuf: 3 / 0.0034
dfxtp: 73 / 0.44
edfxtp: 5 / 0.045
ha: 13 / 0.049
inv: 15 / 0.017
nand2: 21 / 0.024
nand3: 23 / 0.036
nand3b: 3 / 0.0068
nand4: 6 / 0.011
nor2: 10 / 0.011
nor3: 13 / 0.021
nor4: 16 / 0.034
nor4b: 4 / 0.012
or2: 5 / 0.0094
xnor2: 22 / 0.058
xor2: 15 / 0.040
## power by group through the flow
stage         Sequential (W)  Combinational, W  Clock [W]
finish              0.000174         0.0000146   0.000108
global route        0.000174         0.0000155   0.000118
CTS                 0.000174         0.0000148   0.000111
## worst max-delay path by stage
stage | from | end | slack [ns] | cells after the start
after CTS | fdiv.new_clk | VGA_CLK | 3.76 | 1
after global routing | fdiv.new_clk | VGA_CLK | 3.69 | 1
final | fdiv.new_clk | VGA_CLK | 3.78 | 1
## metrics by stage
step           cells  hold slack [ns]  setup WS [ns]  area [um2]
2_1_floorplan    331            0.426           4.07        3320
3_3_place_gp     513            0.441           4.10        3950
3_5_place_dp     513            0.454           4.09        3950
4_1_cts          517            0.472           3.76        4000
5_1_grt          517            0.500           3.69        4000
6_report         517            0.467           3.78        4000
## routing by layer
layer  up-vias  part of all wire  GRT usage  wire length [um]
met1      1068              0.52      0.168              3040
met5         -                 0          0                 0
met2        62              0.43      0.171              2500
li1       1240                 -          -                 -
met3         2             0.048     0.0124               282
met4         0            0.0036    0.00391                21
## registers in the layout (all words and copies together) (netlist names), 2 cells and up
signal	cells
VGA_B	8
VGA_G	8
VGA_R	8
fdiv.count	26
h_contador	10
h_state	2
v_contador	10
v_state	2
## logic make-up after synthesis
logic type	Yosys count	share of synthesized area
AND/OR/NAND/NOR	151	0.267
flip-flops	78	0.486
XOR/XNOR	37	0.0977
buffers and inverters	26	0.0358
AND-OR/OR-AND	22	0.0555
adder cells (fa/ha/maj)	13	0.0491
other	2	0.00226
multiplexers	2	0.00641
## final cells by class
type	count	area, um2
repair buffers	53	526
clock buffers	3	41.3
flip-flops and latches	78	1610
fillers	1032	6790
multi-input cells	227	1590
well taps	140	175
inverters	15	56.3
clock inverters	1	7.51
Power is estimated from default activity; no workload was simulated.
